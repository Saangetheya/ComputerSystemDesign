[flow/run.sh]
#!/bin/bash
# OpenROAD 26Q1-2900-gdf79404cd8, Yosys 0.63+post, stock flow scripts
make -C /OpenROAD-flow-scripts/flow DESIGN_CONFIG=/design/flow/config.mk WORK_HOME=/design/flow/orfs finish
[flow/config.mk]
export PLATFORM = sky130hd
export DESIGN_NAME = Register_File
export DESIGN_NICKNAME = Register_File
export VERILOG_FILES = /design/flow/design.v
export SDC_FILE = /design/flow/constraint.sdc
export NUM_CORES = 4
export LEC_CHECK = 1
export CORE_UTILIZATION = 50
[flow/constraint.sdc]
current_design Register_File

set clk_period 9.9
set clk_io_pct 0.2

create_clock -name clk0 -period $clk_period [get_ports {clk}]

set non_clock_inputs [all_inputs -no_clocks]
set_input_delay [expr $clk_period * $clk_io_pct] -clock clk0 $non_clock_inputs
set_output_delay [expr $clk_period * $clk_io_pct] -clock clk0 [all_outputs]
[flow/design.v]
`timescale 1ns/1ps
module Register_File (
    input      [4:0]  A1,  
    input      [4:0]  A2,  
    input      [4:0]  RdW, 
    input      [31:0] ResultW,  
    input             clk,
    input             RegWriteW, 
    input             rst,	 
    output reg [31:0] RD1,  	
    output reg [31:0] RD2,
    output reg [31:0] checkx1,   
    output reg [31:0] checkx2,
    output reg [31:0] checkx3,
    output reg [31:0] checkx4,
    output reg [31:0] checkx5,
    output reg [31:0] checkx6
);
    reg [31:0] Registers[31:0];
    integer i;
    always @(*) begin
        Registers[28] = 32'd6;
        Registers[22] = 32'd4;
        Registers[18] = 32'd6;
        RD1 = Registers[A1];
        RD2 = Registers[A2];
        checkx1 = Registers[1];
        checkx2 = Registers[2];
        checkx3 = Registers[3];
        checkx4 = Registers[4];
        checkx5 = Registers[5];
        checkx6 = Registers[6];
    end
    always @(negedge clk) begin
        if (rst) begin
            for(i = 0; i < 32;i = i + 1) begin
                Registers[i] <= 32'd0;
            end
        end else if (RegWriteW && (|RdW)) begin     
            Registers[RdW] = ResultW;
            checkx1 = Registers[1];
            checkx2 = Registers[2];
            checkx3 = Registers[3];
            checkx4 = Registers[4];
            checkx5 = Registers[5];
            checkx6 = Registers[6];
        end
    end
endmodule
==> flow_summary_export.csv <==
group,metric,value,unit
status,status,"aborted with a tool error",
status,haltStage,"synthesis (1_2_yosys)",
status,first-error,"ERROR: Found 192 problems in 'check -assert'.",
yosys,top_cells_by_area,"dfxtp_1, nand2_1, edfxtp_1, a22oi_1, a21oi_1",
yosys,ys_types,65,
yosys,ys_cells,5985,
yosys,async_reset_ff_frac,0,
yosys,top_cell,"nand2_1",
yosys,synth.largest_area_cell,"dfxtp_1",
yosys,edf_count,192,
yosys,seq_area_frac_synth,0.4850,
yosys,common_cells,"nand2_1, dfxtp_1, a21oi_1",
yosys,synth_top_area_share,0.3701,
yosys,ys.flops,1120,
yosys,flop_cell,"dfxtp_1",
yosys,yosys_area,50190,sq um
yosys,ys_warn_count,2,
[cells by family after synthesis]
kind of cell | synth area share
AND-OR/OR-AND | 0.2156
buffers and inverters | 0.04831
flip-flops | 0.4850
multiplexers | 0.04612
AND/OR/NAND/NOR | 0.2050
