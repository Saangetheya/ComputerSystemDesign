==> ./design.v <==
`timescale 1ns/1ps
module Data_Memory (
    input      [31:0] WriteDataM,
    input      [31:0] ALUResultM,
    input             clk,
    input             MemWriteM,
    input             rst,
    output reg [31:0] ReadData,
    output reg [31:0] DM0
);
    reg [31:0] Data_Mem [255:0];    
    integer i;
    always @(*) begin                      
        ReadData <= Data_Mem[ALUResultM];
        DM0 <= Data_Mem[0];
    end
    always @(posedge clk) begin
        if (rst) begin
            for(i = 0; i < 255;i = i + 1) begin
                Data_Mem[i] <= 32'd0;
            end
        end else if (MemWriteM) begin
            Data_Mem[ALUResultM] <= WriteDataM; 
        end
    end    
endmodule
==> ./run.sh <==
#!/bin/bash
# OpenROAD 26Q1-2900-gdf79404cd8, Yosys 0.63+post, stock flow scripts
make -C /OpenROAD-flow-scripts/flow DESIGN_CONFIG=/design/flow/config.mk WORK_HOME=/design/flow/orfs finish
==> ./config.mk <==
export PLATFORM = sky130hd
export DESIGN_NAME = Data_Memory
export DESIGN_NICKNAME = Data_Memory
export VERILOG_FILES = /design/flow/design.v
export SDC_FILE = /design/flow/constraint.sdc
export NUM_CORES = 4
export LEC_CHECK = 1
export CORE_UTILIZATION = 30
export SYNTH_MEMORY_MAX_BITS = 65536
==> ./constraint.sdc <==
current_design Data_Memory

set clk_period 79.2
set clk_io_pct 0.2

create_clock -name clk0 -period $clk_period [get_ports {clk}]

set non_clock_inputs [all_inputs -no_clocks]
set_input_delay [expr $clk_period * $clk_io_pct] -clock clk0 $non_clock_inputs
set_output_delay [expr $clk_period * $clk_io_pct] -clock clk0 [all_outputs]
==> impl_metrics.toml <==
# synthesis and place-and-route metrics
[outcome]
status = "completed"

[grt]
grt_pass1_wl_microns = 1597000
grt_usage_pct = 19.58
first_global_vias = 212600
grt_max_degree = 88
grt-ovfl-total = 0
antenna_found_initial = 78

[logic_synthesis]
synth.distinct_cells = 21
synthAoiAreaFrac_pct = 3.095
synth.largest_area_cell = "edfxtp_1"
synth.comb.largest_family = "simple AND/OR/NAND/NOR gates"
yosys_warnings = 1
yosysChipArea_sq_mm = 0.3674
yosysCellCount = 23150
ff_type = "edfxtp_1"
synthArstFlopShare_pct = 0
synth.avg_cell_area_sq_um = 15.87
top_area_share_pct = 66.95
synthCells = 23150
ys_seq_share_pct = 66.95
ys_ff = 8192
ys_sh_simple_pct = 14.74
mux_area_share_pct = 12.55
area_leaders = "edfxtp_1, and2_1, mux4_2"
ys_sh_adder_pct = 0
ys_sh_xor_pct = 0
edf_count = 8192
synthesis.area_sq_mm = 0.3674

[power]
p_sw_share_pct = 23.21
clkPwrFrac_pct = 39.4
power_switching_mw = 2.202
p_total_mw = 9.488
internal_power_mw = 7.285
leakagePower_nw = 138.3
p_seq_share_pct = 53.0
pwr-share-comb_pct = 7.7
ir_drop_uv = 19.28
p_per_area_mw_per_mm2 = 22.86

[clock_network]
cts_tree = "done"
cts_root_buf = "clkbuf_16"
path_clk_slew_ns = 0.06
numCtsBuffers = 826
cts-resized-gates = 0
cts_post_setup_buffers_inserted = 0
hold_buffers = 0
clockBufferDepth = 5
clock_sinks = 8192
cts_max_level = 6

[sta]
drv_slew = 0
tightestPinTransition_ns = 1.316
fmax_mhz = 25.23
slew_headroom_pct = 11.12
holdWs_ns = 15.18
finalSetupViolCount = 0
rsz0062_at_grt = "no"
finalClockPeriodUsage_pct = 50.04
timing.final.ws_setup_ns = 39.57
min_period_ns = 39.63
hold_viol = 0
tns_ns = 0

[route]
drt-initial-drc-count = 12440
via_per_inst = 4.938
ant_nets = 0
post_drt_wl_per_cell_microns = 28.67
drcViolationCount = 0
dr.pass1.iters = 6
wirelength_microns = 1141000
vias = 196500

[finish]
combGateArea_sq_mm = 0.1133
biggestRegsByFlops = "Data_Mem (8192)"
regMostFlops = "Data_Mem"
final_cell_mix = "edfxtp_1, and2_1, mux4_2"
drive_above_1_share_pct = 21.05
largest_reg_flops = 8192
regArea_sq_mm = 0.2460
mostFrequentLayoutCell = "edfxtp_1"
design_area_sq_mm = 0.4150
post_layout_nonfiller_instances = 39800
synthToLayoutAreaGrowth_pct = 12.96
nFillCells = 113300
postLayoutCoreUtil_pct = 33.99

[floorplanning]
io-pin-count = 131
core_sq_mm = 1.221
rows = 406
chip_area_sq_mm = 1.229
chipHeight_microns = 1109
fp_util_pct = 30.09
die_w_microns = 1109

[min_path]
worstHoldStart = "WriteDataM[7]"
hold_depth = 2
whs_endpoint = "Data_Mem[157][7]"
hold_path.class = "in2reg"

[job]
cap_viol_max_count = 0
warnings = 51

[worst_setup_path]
critical_path.max_fanout = 35
crit_type = "in2out"
crit_required_ns = 63.36
crit_path_end_kind = "output port"
cp_data_arrival_time_ns = 23.79
startpoint_type = "input pin"

[placed_design]
place_area_sq_mm = 0.3898
finalWeightedCongestion = 0.9166
io_buffers = 106
dp.cells = 38240
place_ws_ns = 39.46
dp_hpwl_microns = 676900
synth_stat cells, types with 10 or more instances:
master / count
mux4_2: 2048
nor2_1: 250
buf_1: 84
nand2_1: 23
edfxtp_1: 8192
a22oi_1: 1024
and2_1: 8163
a21oi_1: 512
nand4_1: 36
buf_4: 46
o41ai_1: 128
buf_2: 175
buf_6: 10
or2_2: 257
nand3_1: 15
clkbuf_1: 2167
how the worst max path moves through the flow:
stage / depth (start not counted) / startpoint / slack (ns) / to
4_1_cts: 16 / ALUResultM[0] / 39.47 / ReadData[25]
6_report: 17 / ALUResultM[3] / 39.57 / ReadData[1]
5_1_grt: 16 / ALUResultM[0] / 39.06 / ReadData[25]
critical path, stage by stage:
cell	delay, ns
clkdlybuf4s50_1	0.45
buf_4	0.26
and2_4	0.43
buf_4	0.47
buf_4	0.65
buf_4	0.60
buf_4	0.55
buf_4	0.55
buf_4	0.55
buf_4	0.55
a22oi_1	0.31
a21oi_1	0.85
o41ai_1	0.22
buf_4	0.22
nand4_1	0.12
buf_4	0.33
clkdlybuf4s50_1	0.53
power groups by stage:
stage,logic [mW],registers (mW),clock network (mW)
6_report,0.727,5.03,3.74
4_1_cts,0.728,5.03,3.79
5_1_grt,0.760,5.05,3.93
layer usage:
metal | GRT usage, % | up-vias | share of wire [%]
met5 | 2.794 | - | 0.37
met4 | 9.972 | 83 | 6.6
met3 | 14.63 | 2176 | 17
met2 | 29.38 | 11440 | 46
met1 | 19.67 | 97890 | 30
li1 | - | 84940 | -
final cells by class:
class / instances / share of cell area [%]
Timing Repair Buffer: 1245 / 2.409
Tap cell: 16320 / 4.920
Clock inverter: 437 / 0.8149
Multi-Input combinational cell: 12480 / 27.31
Sequential cell: 8192 / 59.27
Antenna cell: 90 / 0.05426
Clock buffer: 1037 / 5.222
cells by family (layout without fill, tap and decap cells):
family | after synthesis | after routing
buffers and inverters | 2482 | 2719
other | 0 | 90
flip-flops | 8192 | 8192
multiplexers | 2048 | 2048
AND-OR/OR-AND | 1664 | 1664
AND/OR/NAND/NOR | 8768 | 8768
Power is estimated from default activity; no workload was simulated.
