`./run.sh`:
```
#!/bin/bash
# OpenROAD 26Q1-2900-gdf79404cd8, Yosys 0.63+post, stock flow scripts
make -C /OpenROAD-flow-scripts/flow DESIGN_CONFIG=/design/flow/config.mk WORK_HOME=/design/flow/orfs finish
```
`./config.mk`:
```
export PLATFORM = sky130hd
export DESIGN_NAME = alu
export DESIGN_NICKNAME = alu
export VERILOG_FILES = /design/flow/design.v
export SDC_FILE = /design/flow/constraint.sdc
export NUM_CORES = 4
export LEC_CHECK = 1
export CORE_UTILIZATION = 40
```
`./constraint.sdc`:
```
current_design alu

set clk_period 252.4
set clk_io_pct 0.2

create_clock -name clk0 -period $clk_period

set non_clock_inputs [all_inputs -no_clocks]
set_input_delay [expr $clk_period * $clk_io_pct] -clock clk0 $non_clock_inputs
set_output_delay [expr $clk_period * $clk_io_pct] -clock clk0 [all_outputs]
```
`./design.v`:
```
module alu(
    input      [31:0] SrcAE,SrcBE,   
    input      [4:0]  ALUControlE,   
    input      [2:0]  funct3E,
    output reg [31:0] ALUResult,     
    output reg        CarryOut,      
    output reg        ZeroE          
);
    reg  [31:0]  ALU_Result;
    reg  [32:0]  tmp;
    always @ (*) begin
        tmp       = {1'b0, SrcAE} + {1'b0, SrcBE};
        CarryOut  = tmp[32];
    end
	always @ (*)  
	begin
	   case(funct3E)
	   3'b000:   ZeroE =  SrcAE == SrcBE;  
	   3'b001:   ZeroE =  SrcAE != SrcBE;  
	   3'b100:   ZeroE =  SrcAE < SrcBE;   
	   3'b101:   ZeroE =  SrcAE > SrcBE;   
	   3'b110:   ZeroE =  SrcAE < SrcBE;   
	   3'b111:   ZeroE =  SrcAE >= SrcBE;  
	   default : ZeroE =  0;
	   endcase
	end
    always @ (*)
    begin
        case(ALUControlE)
        5'b00000: ALUResult =   SrcAE + SrcBE ;
        5'b00001: ALUResult =   SrcAE - SrcBE ;
        5'b00010: ALUResult =   SrcAE * SrcBE;
        5'b00011: ALUResult =   SrcAE / SrcBE;
        5'b00100: ALUResult =   SrcAE<< SrcBE;
        5'b00101: ALUResult =   SrcAE>> SrcBE;
        5'b00110: ALUResult =  {SrcAE[30:0],SrcAE[31]};
        5'b00111: ALUResult =  {SrcAE[0],SrcAE[31:1]};
        5'b01000: ALUResult =   SrcAE & SrcBE;
        5'b01001: ALUResult =   SrcAE | SrcBE;
        5'b01010: ALUResult =   SrcAE ^ SrcBE;
        5'b01011: ALUResult = ~(SrcAE | SrcBE);
        5'b01100: ALUResult = ~(SrcAE & SrcBE);
        5'b01101: ALUResult = ~(SrcAE ^ SrcBE);
        5'b01110: ALUResult =  (SrcAE > SrcBE)  ? 32'd1 : 32'd0 ;
        5'b01111: ALUResult =  (SrcAE == SrcBE) ? 32'd1 : 32'd0 ;
        5'b10000: ALUResult =   SrcBE;
        default:  ALUResult =   SrcAE + SrcBE ;
        endcase
    end
endmodule
```
==> results.py <==
# Physical implementation metrics
metrics = {
    "status": {
        "status": "completed",
    },
    "yosys": {
        "syn_area_sq_um": 53660,
        "yosysChipArea_sq_um": 53660,
        "synth.distinct_cells": 96,
        "netlist.area_leader.share": 0.1749,
        "yosys_cells": 7708,
        "ys_warn_count": 1,
        "ys_top_cells_by_area": "ha_1 17%, fa_1 15%, nand2_1 6.8%",
        "yosys.cell_count.top_type": "nand2_1",
        "top_area_cell": "ha_1",
        "synth_seq_share": 0,
        "synth.top_cells.by_count": "974 x nand2_1, 805 x nor2_1, 750 x ha_1, 680 x inv_1, 589 x a21oi_1",
        "syn_avg_cell_area_sq_um": 6.962,
        "syn_inst": 7708,
    },
    "sta": {
        "hold_viol_final": 0,
        "whs_ps": 101990,
        "maxSlewViolCount": 0,
        "fin_crit_sh": 0.7406,
        "setup_viol": 0,
        "fin_crit_ps": 186940,
        "setup_slack_ps": 65460,
        "grt_setup_unrepaired": "false",
        "timing.fmax_mhz": 5.349,
        "slew_headroom": 0.01878,
        "tns_ps": 0,
        "tightestPinTransition_ps": 1459,
    },
    "setup_path": {
        "critical_path_class": "primary input to output port",
        "critPathLaunchType": "primary input",
        "crit_fanout": 42,
        "end_kind": "output port",
        "cpMostUsedCell": "ha_1",
        "cpPeakStageDelay_ps": 1160,
        "arrival_ps": 136460,
        "critical-path-slowest-cell": "o31ai_1",
        "cp.required_ps": 201920,
    },
    "floorplan": {
        "dieArea_sq_um": 135600,
        "coreArea_sq_um": 133300,
        "rows": 134,
        "io_pins": 106,
        "initCoreUtil": 0.4026,
        "die_y_um": 368.3,
        "fp.dieW_um": 368.3,
    },
    "placed_design": {
        "place_ws_ps": 68200,
        "gp_congestion": 1.118,
        "dpl.hpwl_um": 249100,
        "numPortBuffers": 106,
    },
    "layout": {
        "fill_cells": 13850,
        "seq_area_sq_um": 0,
        "seq_cells": 0,
        "area_growth_pct": 7.869,
        "layout-drive-gt1-share": 0.06818,
        "mi_logic_area_sq_um": 49720,
        "clock_buffer_count": 0,
    },
    "power_and_ir_drop": {
        "switching_share": 0.6473,
        "p_leak_nw": 27.23,
        "switching_power_mw": 0.4821,
        "p_per_area_nw_per_um2": 12.87,
        "peakVddDrop_mv": 0.04356,
        "finalPower_mw": 0.7448,
        "intPower_mw": 0.2627,
    },
    "routing": {
        "totalWireLength_um": 320400,
        "vias": 61910,
        "top_layer_used": "met5",
        "drtIter0Drc": 7066,
        "wl_met3_um": 45180,
        "drt-met1-wl_um": 126700,
        "drtPass1Iterations": 8,
        "routedWlPerCell_um": 33.67,
        "drcViolationCount": 0,
        "wl_met2_um": 125300,
        "viasPerCell": 6.506,
        "postRouteAntennaNets": 0,
    },
    "run": {
        "maxCapViolations": 0,
        "warning_count": 100,
    },
    "global_route": {
        "grt_max_degree": 78,
        "antenna_found_initial": 36,
        "grt_first_pass_wirelength_um": 446000,
        "track_usage": 0.4767,
        "grt_pass1_vias": 58550,
        "grt.overflow.total": 0,
    },
    "clock_network": {
        "post_cts_resized": 0,
        "cts_setup_buffers": 0,
        "hold_buffers": 0,
    },
    "hold_path": {
        "holdCritPathClass": "primary input to output port",
    },
}
final timing paths:
kind	startpoint	endpoint	slack, ps	cells past startpoint
setup / recovery	SrcBE[28]	ALUResult[0]	65460	300
hold / removal	funct3E[1]	ZeroE	101990	6
cells by family (layout without fill, tap and decap cells):
group | Yosys count | in the layout | share of synthesized area
other | 0 | 19 | 0
muxes | 128 | 128 | 0.02614
buffers and inverters | 1078 | 1099 | 0.07580
adders and majority gates | 1160 | 1160 | 0.3278
and+or+nand+nor | 2656 | 2656 | 0.2219
AOI/OAI and AO/OA | 2215 | 2215 | 0.2715
xor gates and xnor gates | 471 | 471 | 0.07687
routing by layer:
metal,GRT usage,vias up
li1,-,27290
met1,0.6357,29380
met2,0.6441,4256
met3,0.2075,933
met4,0.2599,47
met5,0.02885,-
cells in the final DEF (no fill, tap or decap), drive strengths merged, types with 22 or more instances in the layout:
cell and count:
a2111oi 39, a211o 25, a211oi 92, a21boi 33, a21o 213, a21oi 590, a221oi 42, a22oi 47
a31oi 93, and2 47, and3 68, buf 317, clkdlybuf4s50 89, fa 410, ha 750, inv 683
mux2 67, mux2i 58, nand2 974, nand2b 60, nand3 147, nand4 58, nor2 805, nor2b 67
nor3 192, nor4 44, o2111ai 22, o211ai 72, o21a 123, o21ai 419, o21bai 51, o221ai 29
o22ai 49, o311ai 25, o31a 26, o31ai 56, or2 55, or3 68, xnor2 297, xor2 174
through the flow:
step | utilization | area (sq um) | cells
after floorplan | - | 53660 | 7708
after global placement | 0.4338 | 57830 | 9496
after detailed placement | 0.4339 | 57840 | 9497
after CTS | 0.4339 | 57840 | 9497
after global routing | 0.4340 | 57850 | 9501
final | 0.4343 | 57890 | 9516
worst max-delay path: cells and delay by family:
kind | cells | cell delay [ps]
AND-OR/OR-AND | 163 | 47490
AND/OR/NAND/NOR | 79 | 20700
adder cells (fa/ha/maj) | 31 | 9790
buffers and inverters | 25 | 6950
multiplexers | 2 | 760
area by class of cell:
type,count,share of cell area
antenna,19,0.0008214
inverter,693,0.04500
multi-input combinational,6630,0.8589
tap,1768,0.03822
timing repair buffer,406,0.05704
